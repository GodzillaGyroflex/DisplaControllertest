File: design/flow/run.sh
#!/bin/bash
# OpenROAD 26Q1-2900-gdf79404cd8, Yosys 0.63+post, stock flow scripts
make -C /OpenROAD-flow-scripts/flow DESIGN_CONFIG=/design/flow/config.mk WORK_HOME=/design/flow/orfs finish
File: design/flow/config.mk
export PLATFORM = sky130hd
export DESIGN_NAME = UART_transmitter
export DESIGN_NICKNAME = UART_transmitter
export VERILOG_FILES = /design/flow/design.v
export SDC_FILE = /design/flow/constraint.sdc
export NUM_CORES = 4
export LEC_CHECK = 1
export CORE_AREA = 10 10 103 103
export DIE_AREA = 0 0 113 113
File: design/flow/design.v
`timescale 1ns / 1ps
module UART_transmitter(input fpga_clk1, output tx, output ready);
	 reg [7:0] data_send = 8'b11111111;
	 wire dud;
    uart_send sender(data_send, 1, fpga_clk1, tx, ready); 
endmodule
module uart_send #(parameter BAUD_RATE = 9600,
                   parameter CLOCK_SPEED_MHZ = 100)
                  (input [7:0] data_byte, 
                  input start_send, 
                  input clk, 
                  output tx,
                  output ready);
        parameter integer CYCLES_WAIT = CLOCK_SPEED_MHZ * 1e6 / BAUD_RATE;
        parameter IDLE = 0;
        parameter START_BIT = 1;
        parameter END_BIT = 2;
        parameter DATA_BIT = 3;
        reg [2:0] state = IDLE;
        reg [15:0] cycle_count = 0;
        reg [3:0] bit_index = 0;
        reg [7:0] data;
        assign tx = state == IDLE ? 1 :
                    state == START_BIT ? 0 :
                    state == END_BIT ? 1 :
                    data[bit_index];
        assign ready = state == IDLE;
        always @(posedge clk) begin
            if(state != IDLE)
                data <= data_byte;
                if(cycle_count == CYCLES_WAIT) cycle_count <= 0;
                else cycle_count <= cycle_count + 1;
            if(state == IDLE && start_send) begin
                state <= START_BIT;
                cycle_count <= 0;
            end else if(state == START_BIT && cycle_count == CYCLES_WAIT) begin
                state <= DATA_BIT;
                bit_index <= 0;
            end else if(state == DATA_BIT && cycle_count == CYCLES_WAIT) begin
                if(bit_index == 7) state <= END_BIT;
                else bit_index <= bit_index + 1;
            end else if(state == END_BIT && cycle_count == CYCLES_WAIT) begin
                state <= IDLE;
            end
        end
endmodule
File: design/flow/constraint.sdc
current_design UART_transmitter

set clk_period 2.2
set clk_io_pct 0.2

create_clock -name clk0 -period $clk_period [get_ports {fpga_clk1}]

set non_clock_inputs [all_inputs -no_clocks]
set_input_delay [expr $clk_period * $clk_io_pct] -clock clk0 $non_clock_inputs
set_output_delay [expr $clk_period * $clk_io_pct] -clock clk0 [all_outputs]
==> notes.md <==
flow finished, numbers: outcome finished, final reports clean, tally of OpenROAD warnings 26, Crit path largest cell delay 470 ps, dpl cell area 1190 sq um, P per Cell Area 530 nW/um^2, setup violators final 0, Die Span Y 113 um, wire per inst 7.78 um, hold buffers post-CTS 0, Init Core Util 0.127, Yosys chip area 1050 sq um, clock power share 0.377, Final TNS setup 0 ps, CP cell instances inv_1 > nand2_1 > clkdlybuf4s50_1, Main logic family simple AND/OR/NAND/NOR gates, DR pass1 iterations 4, Sw Ratio 0.188, WP data required 1760 ps, Comb pwr share 0, Post-CTS Resized 0, largest net degree at the start of global routing 17, I/O Pins 3, fmax 583 MHz, max cap viols 0, Yosys cell types 26, post-CTS setup repair buffer count 0, RSZ-0062 raised after global routing false, Worst Setup EP tx, CP startpoint sender.state[1], syn_area_per_cell 9.86 sq um, Overall Global Routing Usage 0.0282, H-Tree Depth 1, Die ar. 12,800 sq um, Vias 702, CTS tree built, final wirelength 1.68 mm, CP Buf/Inv Count 2, FP Rows 33, Worst-Skew Late Latency 260 ps, crit path DAT 1270 ps, fin crit period 1710 ps, critical path's top delay family buffers and inverters, Synth Area in XOR/XNOR 0.133, Syn. warnings 4, Clk Tree Root Cell clkbuf_8, Max VDD drop 0.231 mV, CTS Sinks 22, cell area after synthesis 1050 sq um, diode count 0, hold path startpoint sender.state[1], dpl hpwl 1.20 mm, antenna-violating nets left 0, switching power 0.123 mW, part of the power in registers 0.623, crit-path max FO 5, cells on worst reg2reg path 4, FF+latch count, synth 22, Num CTS Buffers 3, vias in the first global route 686, yosys cell count 107, Synth Instances 107, Core ar. 8300 sq um, layout filler cell count 926, I/O Buffers 2, Inst Count DP 212, met2 Track Usage GR 0.0415, WHS 435 ps, final setup margin 486 ps, CP Capture Type output pin, routed vias/inst 3.25, Final Cycle Share 0.779, Layout Cells excl Fill 216, Mux area share 0.0107, area fraction in compound gates 0.0178, Final Hold Vio Count 0, Setup crit start kind flop, Seq/Total Area, Yosys 0.456, Leak Pwr 0.384 nW, FF-to-FF Start sender.cycle_count[0], Finished Cell Area 1230 sq um, RD Place Congestion 0.742, total DRC errors in the routed layout 0, total power 0.655 mW, met1 Usage GRT 0.0370, max-slew violation count 0, hold crit path type flop to flop, R2R Path End sender.bit_index[2], post-synth top area cell dfxtp_1, clk slew on worst S/H paths 80 ps, Crit path depth 3, Yosys top cell area share 0.342, Simple-Gate Area Share 0.318, Int Power 0.532 mW, first-pass GRT wire length 3.12 mm, clk_skew 1.61 ps, Critical-path top delay cell clkdlybuf4s50_1, GR Overflow Total 0, area delta synth->final 17.1%, initial antenna violation count 0, Util after Layout 0.149, drt initial violations 45, R2R Setup Slk 570 ps, Top cells by area dfxtp_1 (34%), edfxtp_1 (11%), xnor2_1 (11%), Least-Margin Pin Slew 684 ps, Die W 113 um, Max-Slew Margin vs Limit 0.544, gr busiest metal met2, CP Class flop to output pin, Setup WS pre-CTS 555 ps, fraction of layout cells with a size suffix above 1 0.135, met3 GRT Util 0.0144, deepest clock path buffer count 2, adder share 0.0356
-- cell usage in the layout (no fill, tap or decap) --
cell type        Yosys  routed
xor2_1               3       3
nand3_2              1       1
nand2_1              5       5
o21ai_0              2       2
clkbuf_8             0       3
nor3_1               4       4
and4bb_2             1       1
mux2_2               1       1
clkdlybuf4s50_1      0       2
nor2_1              24      24
nand4_1              1       1
dfxtp_1             18      18
nand3_1              7       7
nand4_2              3       3
clkinv_1             0       1
nor2b_1              1       1
nand3b_1             1       1
nor4_2               4       4
ha_1                 3       3
and3_1               1       1
and4bb_1             1       1
o21ai_2              1       1
nor4b_2              1       1
nor3b_1              1       1
edfxtp_1             4       4
xnor2_1             13      13
inv_1                4       4
-- final cells by class --
cell class	instances	area, sq um	share of cell area
Timing Repair Buffer	2	20.0	0.0162
Clock inverter	1	3.75	0.00304
Sequential cell	22	480	0.389
Inverter	4	15.0	0.0122
Multi-Input combinational cell	79	543	0.440
Clock buffer	3	41.3	0.0334
Tap cell	105	131	0.106
-- routing by layer --
metal  share of wire  routed length [um]
met5               0                   0
met4          0.0083                  14
met3           0.063                 105
met2            0.39                 660
met1            0.54                 901
-- cells in the mapped netlist --
master	count
nand3_2	1
nand4_2	3
o21ai_2	1
and4bb_2	1
and3_1	1
xnor2_1	13
inv_1	4
nor4_2	4
nor4b_2	1
edfxtp_1	4
xor2_1	3
o21ai_0	2
and4bb_1	1
nor3_1	4
nand4_1	1
buf_6	1
nand3b_1	1
nor2_1	24
nor3b_1	1
nor2b_1	1
mux2_2	1
nand2_1	5
dfxtp_1	18
nand3_1	7
ha_1	3
buf_2	1
-- power groups by stage --
stage                 combinational, mW  clock, mW  sequential, mW
after CTS                   0.000000169      0.256           0.408
after global routing        0.000000169      0.277           0.408
final                       0.000000169      0.247           0.408
-- kinds of logic after synthesis --
kind of cell | after synthesis
AOI/OAI and AO/OA | 3
xor gates and xnor gates | 16
adders and majority gates | 3
buffers and inverters | 6
DFF | 22
muxes | 1
and+or+nand+nor | 56
-- worst min-delay path by stage --
stage / slack, ps / to / depth (start not counted)
global route: 470 / sender.state[0] / 1
finish: 430 / sender.state[0] / 1
CTS: 440 / sender.state[0] / 1
-- registers in the layout, summed over array words and instances (netlist names) --
| signal | flops |
|---|---|
| sender.bit_index | 4 |
| sender.cycle_count | 16 |
| sender.state | 2 |
Power figures rest on the tool's default switching activity, not on a simulated workload.
