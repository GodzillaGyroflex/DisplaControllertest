File: design/flow/constraint.sdc
current_design SensorController

set clk_period 4.6
set clk_io_pct 0.2

create_clock -name clk0 -period $clk_period [get_ports {fpga_clk1}]

set non_clock_inputs [all_inputs -no_clocks]
set_input_delay [expr $clk_period * $clk_io_pct] -clock clk0 $non_clock_inputs
set_output_delay [expr $clk_period * $clk_io_pct] -clock clk0 [all_outputs]
File: design/flow/design.v
`timescale 1ns / 1ps
module BinToBCD(clk,bin,un,dec,cent,milh
    );
	input clk;
	input [15:0] bin;
	output reg [3:0] milh = 0;
	output reg [3:0] cent = 0 ;
	output reg [3:0] dec = 0;
	output reg [3:0] un = 0;
	integer i;
	always@(posedge clk) begin
		milh=0;
		cent=0;
		dec=0;
		un=0;
		for (i=15;i>=0;i=i-1)
		begin
			if(milh>=5) begin
				milh = milh+3;
			end
			if(cent>=5) begin
				cent = cent+3;
			end
			if (dec>=5) begin
				dec = dec+3;
			end
			if (un >=5) begin
				un = un +3;
			end
			milh = milh << 1;
			milh[0] = cent[3];
			cent = cent << 1;
			cent[0] = dec[3];
			dec = dec << 1;
			dec[0] = un[3];
			un = un << 1;
			un[0] = bin[i];
		end
	end
endmodule
`timescale 1ns / 1ps
module DisplayController(clk,reset,in0,in1,in2,in3,seg0,seg1,seg2,seg3,seg4,seg5,seg6,dp,an1,an2,an3,an4
    );
	 input clk;
	 input reset;
	 input [3:0] in0; 
	 input [3:0] in1;
	 input [3:0] in2;
	 input [3:0] in3;   
	 output seg0;
	 output seg1;
	 output seg2;
	 output seg3;
	 output seg4;
	 output seg5;
	 output seg6;
	 output dp;  
	 output an1;
	 output an2;
	 output an3;
	 output an4;    
	localparam N = 18;
	reg [N-1:0]count = 0;  
	always @ (posedge clk or posedge reset)
	 begin
	  if (reset)
		count <= 0;
	  else
		count <= count + 1;
	 end
	reg [3:0]sseg = 0;  
	reg [3:0]an_temp = 0;  
	always @ (*)
	 begin
	  case(count[N-1:N-2])  
		2'b00 :   
		 begin
		  sseg = in0;
		  an_temp = 4'b1110;
		 end
		2'b01:   
		 begin
		  sseg = in1;
		  an_temp = 4'b1101;
		 end
		2'b10:   
		 begin
		  sseg = in2;
		  an_temp = 4'b1011;
		 end
		2'b11:   
		 begin
		  sseg = in3;
		  an_temp = 4'b0111;
		 end
	  endcase
	 end
	assign {an1,an2,an3,an4} = an_temp;
	reg [6:0] sseg_temp = 0;  
	always @ (*)
	 begin
	  case(sseg)
		4'b0000 : sseg_temp = 7'b1000000;  
		4'b0001 : sseg_temp = 7'b1111001;  
		4'b0010 : sseg_temp = 7'b0100100;  
		4'b0011 : sseg_temp = 7'b0110000;  
		4'b0100 : sseg_temp = 7'b0011001;  
		4'b0101 : sseg_temp = 7'b0010010;  
		4'b0110 : sseg_temp = 7'b0000010;  
		4'b0111 : sseg_temp = 7'b1111000;  
		4'b1000 : sseg_temp = 7'b0000000;  
		4'b1001 : sseg_temp = 7'b0010000;  
		4'b1010 : sseg_temp = 7'b0000110;  
		4'b1011 : sseg_temp = 7'b1111111;  
		default : sseg_temp = 7'b0111111;  
	  endcase
	 end
	assign {seg6, seg5, seg4, seg3, seg2, seg1, seg0} = sseg_temp;  
	assign dp = 1'b1;  
endmodule
`timescale 1ns / 1ps
module SensorController(value,fpga_clk1,reset,seg0,seg1,seg2,seg3,seg4,seg5,seg6,dp,an1,an2,an3,an0,led0
    );
	 input fpga_clk1;
	 input reset;	
	 input [15:0] value; 
	 output seg0, seg1, seg2, seg3, seg4, seg5, seg6, dp; 
	 output an0,an1,an2,an3; 
	 output led0;
	 wire [3:0] in0 ;
	 wire [3:0] in1;
	 wire [3:0] in2;
	 wire [3:0] in3;
	 assign led0 = reset;
	 BinToBCD BinToBCD (
	 .clk(fpga_clk1),
    .bin(value), 
    .un(in3), 
    .dec(in2), 
    .cent(in1),
	 .milh(in0)
    );
	 DisplayController DisplayController (
    .clk(fpga_clk1), 
    .reset(reset), 
    .in0(in0), 
    .in1(in1), 
    .in2(in2), 
    .in3(in3), 
    .seg0(seg0), 
    .seg1(seg1), 
    .seg2(seg2), 
    .seg3(seg3), 
    .seg4(seg4), 
    .seg5(seg5), 
    .seg6(seg6), 
    .dp(dp), 
    .an1(an0), 
    .an2(an1), 
    .an3(an2), 
    .an4(an3)
    );
endmodule
File: design/flow/config.mk
export PLATFORM = sky130hd
export DESIGN_NAME = SensorController
export DESIGN_NICKNAME = SensorController
export VERILOG_FILES = /design/flow/design.v
export SDC_FILE = /design/flow/constraint.sdc
export NUM_CORES = 4
export LEC_CHECK = 1
export CORE_UTILIZATION = 40
File: design/flow/run.sh
#!/bin/bash
# OpenROAD 26Q1-2900-gdf79404cd8, Yosys 0.63+post, stock flow scripts
make -C /OpenROAD-flow-scripts/flow DESIGN_CONFIG=/design/flow/config.mk WORK_HOME=/design/flow/orfs finish
==> flow_summary_export.csv <==
group,metric,value,unit
place,port_buffers,29,
drt,wl,18230,µm
sta,max_freq,0.1044,GHz
place,routabilityCongestion,0.9473,
synthesis,synthAdderAreaFrac,6.981,%
drt,vias,7788,
synthesis,ys.warnings.count,2,
synthesis,ys.flops,34,
sta,finalCritPeriodShare,208.3,%
clocking,cts_max_level,2,
critical_path,critPathMaxStageDelay,0.42,ns
synthesis,top_area_share,6.810,%
critical_path,crit_top_cell,"ha_4",
drt,antenna_left,0,
global_route,grt_max_degree,24,
sta,drv_slew,0,
critical_path,cp-startpoint,"value[14]",
synthesis,synth.cellmix.simpleShare,23.70,%
sta,setup_violations,15,
global_route,grt_pass1_vias,6919,
run,warnings,39,
critical_path,startpoint_type,"input port",
clocking,numClockSinks,34,
sta,final_hold_viol_count,0,
sta,slew_headroom,54.36,%
die,num_rows,46,
clocking,cts_tree,"done",
global_route,antenna_found_initial,0,
drt,viasPerCell,5.446,
critical_path,path_class,"in -> reg",
worst_hold_path,hold_start,"DisplayController.count[4]",
synthesis,top_cells_by_area,"dfrtp_1 (6.8%), ha_1 (6.8%), dfxtp_1 (4.8%)",
critical_path,rrSetupSlack,2.85,ns
die,design.die.area,17050,µm²
critical_path,cp-end-kind,"flip-flop",
clocking,path_clk_slew,0.05,ns
place,dpl_cell_area,9679,µm²
synthesis,ys.flop_type,"dfrtp_1",
cells_and_area,fin_area,10650,µm²
synthesis,synth_stat.cells,877,
place,post-place-cells,1378,
sta,rsz0062_at_grt,"yes",
critical_path,cp.arrival,9.78,ns
global_route,grt-ovfl-total,0,
die,coreArea,16000,µm²
cells_and_area,finalNonFillerCells,1430,
critical_path,crit_path_top_delay_cell,"or4_4",
run,cap_viol_max_count,0,
synthesis,top_logic_kind,"AND-OR/OR-AND gates",
synthesis,yosysChipArea,6614,µm²
synthesis,synth-xor-area-share,6.470,%
clocking,clockBufferDepth,2,
critical_path,crit_fanout,5,
synthesis,async_flop_share,52.94,%
sta,fin_skew,0.003580,ns
cells_and_area,syn_to_final_growth,61.01,%
synthesis,ys_sh_mux,7.019,%
synthesis,ys_seq_share,11.65,%
clocking,cts_hold_buf,0,
clocking,clk_latency,0.27,ns
cells_and_area,final_cell_mix,"buf_4 (334), nor2_1 (72), nand2_1 (52)",
drt,drt_first_iter_violations,392,
die,io-pin-count,31,
drt,routedWlPerCell,12.75,µm
place,dp_hpwl,14080,µm
synthesis,syn_avg_cell_area,7.541,µm²
critical_path,crit_required,4.81,ns
clocking,cts_buffers,5,
status,status,"complete, but fails checks",
critical_path,reg2reg_from,"DisplayController.count[2]",
synthesis,netlist_instances,877,
die,fp_util,41.34,%
drt,drc,0,
synthesis,yosys.area_share.aoi,37.70,%
status,violations,"negative setup slack",
synthesis,yosysTopAreaCell,"dfrtp_1",
global_route,grt_pass1_wl,30900,µm
cells_and_area,drive_above_1_share,47.53,%
sta,worstMarginPinSlew,0.6824,ns
die,die_w,130.6,µm
cells_and_area,final_common_cell,"buf_4",
cells_and_area,fin_util,66.55,%
global_route,grtUsageTotal,21.73,%
worst_hold_path,min_path_type,"reg -> reg",
drt,detail_route.first_pass.iterations,5,
drt,n_antenna_cell,0,
synthesis,yosysUniqueCellTypes,115,
synthesis,netlist_area,6614,µm²
clocking,cts_root_buf,"clkbuf_16",
sta,fin_ws,-4.980,ns
synthesis,edf_count,0,
sta,fin_crit,9.580,ns
die,die_h,130.6,µm
[cells in the mapped netlist, types with 6 or more instances]
library cell,count
mux2_2,10
nor2b_1,7
a21o_1,10
nand4_1,6
o31ai_1,7
or2_2,6
or4_1,6
mux2i_1,18
xnor2_1,29
xor2_1,8
and3_1,11
o2bb2ai_1,7
and2_1,10
o21a_1,10
a211oi_1,11
nand2_1,61
nand2b_1,11
dfrtp_1,18
a211oi_2,6
nand3_1,33
inv_1,52
nor2_1,80
a31oi_1,17
o22ai_1,14
o211ai_1,11
ha_1,36
dfxtp_1,16
nor4_1,7
nor3_1,32
o21ai_0,32
a221oi_1,6
inv_2,6
o21ai_1,10
o221ai_1,6
a211o_1,11
clkbuf_1,31
a21oi_1,57
[worst paths after layout]
check	endpoint	depth (start not counted)
max	BinToBCD.milh[2]	63
min	DisplayController.count[4]	1
max reg2reg	DisplayController.count[17]	6
min reg2reg	DisplayController.count[4]	1
max in group asynchronous	DisplayController.count[14]	2
min in group asynchronous	DisplayController.count[10]	2
[per-stage QoR]
| stage | worst slack, ns | TNS [ns] | hold WS (ns) |
|---|---|---|---|
| after floorplan | -5.674 | -68.93 | 0.4375 |
| after global placement | -5.883 | -76.08 | 0.4549 |
| after detailed placement | -6.045 | -78.02 | 0.4562 |
| after CTS | -5.066 | -63.19 | 0.4679 |
| after global routing | -5.536 | -70.40 | 0.4718 |
| final | -4.980 | -62.66 | 0.4644 |
[worst max-delay path, delay by kind of cell]
kind | cells | cell delay, ns
AOI/OAI and AO/OA | 15 | 2.23
xor gates and xnor gates | 6 | 0.75
adders and majority gates | 13 | 2.15
buffers and inverters | 12 | 0.85
muxes | 3 | 0.55
and+or+nand+nor | 14 | 2.34
[repair_timing]
action	4_1_cts	5_1_grt
endpoints found under the setup margin	15	15
gates resized	50	61
pin swaps	54	60
buffers inserted	24	20
[final cells by class]
cell class / instances / area [µm²]
sequential: 34 / 770.7
clock inverter: 2 / 12.51
timing repair buffer: 370 / 2899
tap: 216 / 270.3
fill: 1270 / 5351
multi-input combinational: 740 / 6302
clock buffer: 6 / 138.9
inverter: 62 / 255.2
[state kept, by name, summed over array words and instances (netlist names)]
signal / count
BinToBCD.cent: 4
BinToBCD.un: 4
BinToBCD.milh: 4
DisplayController.count: 18
BinToBCD.dec: 4
[layer usage]
metal / up-vias / global-route usage [%] / routed length, µm
met3: 6 / 0.7048 / 493
met4: 0 / 1.217 / 63
met1: 3622 / 32.37 / 9176
li1: 4046 / - / -
met5: - / 0 / 0
met2: 114 / 36.88 / 8497
[kinds of logic (layout without fill, tap and decap cells)]
| logic type | count (synthesis) | in the layout |
|---|---|---|
| buffers and inverters | 103 | 440 |
| DFF | 34 | 34 |
| other | 1 | 1 |
| AOI/OAI and AO/OA | 320 | 320 |
| adders and majority gates | 37 | 37 |
| and+or+nand+nor | 303 | 303 |
| xor gates and xnor gates | 42 | 42 |
| muxes | 37 | 37 |
